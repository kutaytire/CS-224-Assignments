[design/flow/config.mk]
export PLATFORM = sky130hd
export DESIGN_NAME = PipeEtoM
export DESIGN_NICKNAME = PipeEtoM
export VERILOG_FILES = /design/flow/design.v
export SDC_FILE = /design/flow/constraint.sdc
export NUM_CORES = 4
export LEC_CHECK = 1
export CORE_AREA = 10 10 145 145
export DIE_AREA = 0 0 155 155
[design/flow/constraint.sdc]
current_design PipeEtoM

set clk_period 1.0
set clk_io_pct 0.2

create_clock -name clk0 -period $clk_period [get_ports {clk}]

set non_clock_inputs [all_inputs -no_clocks]
set_input_delay [expr $clk_period * $clk_io_pct] -clock clk0 $non_clock_inputs
set_output_delay [expr $clk_period * $clk_io_pct] -clock clk0 [all_outputs]
[design/flow/design.v]
`timescale 1ns / 1ps
module PipeEtoM(input logic clk, reset, MemWriteE, MemtoRegE, RegWriteE, sracc_selE,
		input logic [31:0] ALUOutE, WriteDataE, finalRD3,
		input logic [4:0] WriteRegE,
		output logic [4:0] WriteRegM,
		output logic [31:0] ALUOutM, WriteDataM, finalRD3M,
		output logic MemWriteM, MemtoRegM, RegWriteM, sracc_selM);
	always_ff @(posedge clk, posedge reset) 
	begin
		if(reset) begin
			MemWriteM <= 0;
			MemtoRegM <= 0;
			RegWriteM <= 0;
			ALUOutM <= 0;
			WriteDataM <= 0;
			WriteRegM <= 0;
			finalRD3M <= 0;
			sracc_selM <= 0;
		end
		else begin
			MemWriteM <= MemWriteE;
			MemtoRegM <= MemtoRegE;
			RegWriteM <= RegWriteE;
			ALUOutM <= ALUOutE;
			WriteDataM <= WriteDataE;
			WriteRegM <= WriteRegE;
			finalRD3M <= finalRD3;
			sracc_selM <= sracc_selE;
		end
	end
endmodule
[design/flow/run.sh]
#!/bin/bash
# OpenROAD 26Q1-2900-gdf79404cd8, Yosys 0.63+post, stock flow scripts
make -C /OpenROAD-flow-scripts/flow DESIGN_CONFIG=/design/flow/config.mk WORK_HOME=/design/flow/orfs finish
==> results.json <==
{
  "clkPwrFrac": 0.394,
  "portBuffers": 211,
  "die_w_um": 155,
  "min_path_cells": 1,
  "internal_power_w": 0.00673,
  "comb_area_um2": 0,
  "xor_share": 0,
  "maxCapViolCount": 0,
  "logic_family": "buffers and inverters",
  "setup_viol": 102,
  "warnings": 31,
  "leakage_nw": 2.22,
  "area_growth_pct": 84.5,
  "power_frac_seq": 0.521,
  "gp_congestion": 0.758,
  "synth_cells": 106,
  "cpPeakStageDelay_ns": 0.38,
  "synth-edff-count": 0,
  "violations": "setup timing",
  "worst-setup-path-type": "register to output pin",
  "crit_path_cell_trace": "buf_2",
  "holdBufCountCts": 0,
  "h-tree-depth": 3,
  "cp-start-kind": "register",
  "ant_nets": 0,
  "topCellsByArea": "dfrtp_1 100%, inv_1 0.14%",
  "viasPerCell": 3.09,
  "syn_area_mm2": 0.00263,
  "netSwitchingFraction": 0.221,
  "netlist_top_cells_count": "105 x dfrtp_1, 1 x inv_1",
  "yosysChipArea_mm2": 0.00263,
  "rsz0062_at_grt": "yes",
  "ys_types": 2,
  "core_area_mm2": 0.0180,
  "drtPass1Iterations": 2,
  "cts_sinks": 105,
  "synth_seq_share": 0.999,
  "seq_area_mm2": 0.00263,
  "hold_viol": 0,
  "required_ns": 0.80,
  "p_per_area_mw_per_mm2": 1780,
  "endpoint_kind": "output pin",
  "n_fill_cell": 1843,
  "grt_max_degree": 43,
  "slew_violations": 0,
  "critPathTopFamily": "flip-flops",
  "worstHoldStart": "finalRD3[5]",
  "power_frac_comb": 0.085,
  "ys_seq_elements": 105,
  "async_flop_share": 1.00,
  "logic_gates": 0,
  "cts_buffers": 9,
  "antenna_found_initial": 1,
  "cts_tree": "built",
  "dr_total_vias": 1751,
  "ios": 212,
  "largest_area_cell": "dfrtp_1",
  "synth_area_per_cell_um2": 24.8,
  "finalCritPeriodShare": 1.04,
  "mux_share": 0,
  "overflow": 0,
  "worst-path-buf-inv": 1,
  "diodes": 0,
  "final_util": 0.270,
  "worstMarginPinSlew_ns": 0.215,
  "most_common_cell": "dfrtp_1",
  "pre_cts_ws_ns": -0.0685,
  "min_period_ns": 1.04,
  "cpMaxStageDelayCell": "dfrtp_1",
  "top_cell_area_share": 0.999,
  "grt_usage": 0.0788,
  "ys.flop_type": "dfrtp_1",
  "totalWireLength_um": 9630,
  "status": "finished with violations",
  "clockBufferDepth": 2,
  "drc": 0,
  "aoi_share": 0,
  "drt_iter0_drc": 51,
  "peakVddDrop_mv": 0.721,
  "arrival_ns": 0.84,
  "synth-simple-area-share": 0,
  "chipArea_mm2": 0.0240,
  "hp-class": "input port to register",
  "clkTransAtPathRegs_ns": 0.08,
  "grt_pass1_vias": 2021,
  "synthAdderAreaFrac": 0,
  "cp_max_fo": 1,
  "fin_ws_ns": -0.0448,
  "rows": 49,
  "yosys_cells": 106,
  "wire_per_inst_um": 17.0,
  "fp_util": 0.146,
  "yosysWarnings": 1,
  "die_height_um": 155,
  "p_sw_w": 0.00191,
  "drive_gt1_frac": 0.371,
  "dp_hpwl_um": 8220,
  "min_to": "finalRD3M[5]",
  "fmax_mhz": 957,
  "grt_pass1_wl_um": 13900,
  "slew_headroom": 0.857,
  "cts.root.buffer_cell": "clkbuf_16"
}
-- per-layer routing --
metal	part of all wire	GRT usage	vias to the layer above
met1	0.36	0.0897	833
met4	0.012	0.00855	0
met2	0.47	0.121	130
li1	-	-	779
met3	0.15	0.0585	9
met5	0	0	-
-- layout make-up --
type,instances,area share
Clock inverter,6,0.0119
Clock buffer,10,0.0472
Tap cell,229,0.0590
Sequential cell,105,0.541
Inverter,1,0.00155
Timing Repair Buffer,215,0.339
-- flip-flops by register name (all words and copies together) (netlist names) --
name	cells
ALUOutM	32
WriteDataM	32
finalRD3M	32
WriteRegM	5
MemWriteM	1
MemtoRegM	1
RegWriteM	1
sracc_selM	1
-- cell families after synthesis --
| family | Yosys count |
|---|---|
| flip-flops | 105 |
| buffers and inverters | 1 |
-- power by group through the flow --
stage | sequential (W) | clock [W] | combinational (W)
4_1_cts | 0.00451 | 0.00357 | 0.000765
5_1_grt | 0.00452 | 0.00371 | 0.000808
6_report | 0.00450 | 0.00340 | 0.000733
-- metrics by stage --
stage	hold slack, ns	total power [W]	instances	TNS [ns]	cell area, µm²
global placement	0.645	0.00557	550	-0.229	5090
finish	0.282	0.00864	566	-2.00	4860
detailed placement	0.648	0.00557	550	-0.221	5090
CTS	0.261	0.00884	566	-4.75	4860
floorplan	0.231	0.00460	106	-48.25	2640
global route	0.261	0.00904	566	-6.31	4860
-- how the worst max path moves through the flow --
| stage | slack [ns] | endpoint | depth (start not counted) | startpoint |
|---|---|---|---|---|
| after global routing | -0.09 | finalRD3M[11] | 1 | finalRD3M[11] |
| after CTS | -0.08 | ALUOutM[1] | 1 | ALUOutM[1] |
| final | -0.04 | finalRD3M[11] | 1 | finalRD3M[11] |
-- cell usage in the layout, fill, tap and decap left out, drive strengths merged --
cell and n:
inv 4, clkinv 2, dfrtp 105, buf 109, clkbuf 10, clkdlybuf4s50 106, clkinvlp 1
-- what timing repair did --
item / 4_1_cts / 5_1_grt
resized: 345 / 0
endpoints found under the hold margin: 0 / 0
endpoints found under the setup margin: 105 / 105
buffers inserted: 0 / 0
cloned: 0 / 0
Power and IR drop assume default switching activity.
