===== config.mk =====
export PLATFORM = sky130hd
export DESIGN_NAME = dmem
export DESIGN_NICKNAME = dmem
export VERILOG_FILES = /design/flow/design.v
export SDC_FILE = /design/flow/constraint.sdc
export NUM_CORES = 4
export LEC_CHECK = 1
export CORE_UTILIZATION = 40

===== constraint.sdc =====
current_design dmem

set clk_period 32.2
set clk_io_pct 0.2

create_clock -name clk0 -period $clk_period [get_ports {clk}]

set non_clock_inputs [all_inputs -no_clocks]
set_input_delay [expr $clk_period * $clk_io_pct] -clock clk0 $non_clock_inputs
set_output_delay [expr $clk_period * $clk_io_pct] -clock clk0 [all_outputs]

===== design.v =====
`timescale 1ns / 1ps
module dmem (input  logic        clk, we,
             input  logic[31:0]  a, wd,
             output logic[31:0]  rd);
   logic  [31:0] RAM[63:0];
   assign rd = RAM[a[31:2]];     
   always_ff @(posedge clk)
     if (we)
       RAM[a[31:2]] <= wd;       
endmodule

===== run.sh =====
#!/bin/bash
# OpenROAD 26Q1-2900-gdf79404cd8, Yosys 0.63+post, stock flow scripts
make -C /OpenROAD-flow-scripts/flow DESIGN_CONFIG=/design/flow/config.mk WORK_HOME=/design/flow/orfs finish

==> qor.tcl <==
set qor(first_pass_iters) 9
set qor(post_synth_instance_area_sq_um) 78300
set qor(ys_seq_share_pct) 78.6
set qor(power.total_mw) 5.42
set qor(status) {finished, final reports clean}
set qor(grt_pass1_wl_um) 298000
set qor(tritoncts.num_buffers) 198
set qor(cellLeakagePower_nw) 28.2
set qor(ys_warn_count) 1
set qor(post_cts.repair.setup_buffers) 0
set qor(grt_overflow_total) 0
set qor(syn_inst) 4207
set qor(cts.repair.resized) 0
set qor(crit_end) {rd[28]}
set qor(cts_hold_buffers) 0
set qor(ys_chip_area_sq_um) 78300
set qor(ys_cells) 4207
set qor(tritoncts) {yes}
set qor(clkSlewWorstSetupHoldPaths_ps) 60
set qor(syn2layout_area_growth_pct) 13.5
set qor(dp_worst_setup_slack_ps) 13990
set qor(timing_worst_slew_pin_value_ps) 879
set qor(place_inst) 6713
set qor(design.die.area_sq_um) 197000
set qor(setup_viol_count_final) 0
set qor(drt_via_density) 5.86
set qor(die_width_um) 444
set qor(rows) 162
set qor(cts-root-buf) {sky130_fd_sc_hd__clkbuf_16}
set qor(first_iter_violations) 2814
set qor(maximum_number_of_pins_on_one_net_before_global_route_repair) 84
set qor(timing.max_cap.violations) 0
set qor(critPathKind) {in2out}
set qor(mostFrequentLayoutCells) {sky130_fd_sc_hd__edfxtp_1, sky130_fd_sc_hd__mux2i_1, sky130_fd_sc_hd__clkbuf_16}
set qor(min_period_ps) 18090
set qor(achievable-frequency_mhz) 55.3
set qor(cellPowerDensity_nw_per_um2) 61.0
set qor(portBuffers) 71
set qor(async_sr_flop_fraction_pct) 0
set qor(hold_path_class) {in2reg}
set qor(grt_total_usage_pct) 22.9
set qor(clock_sink_count) 2048
set qor(most_instantiated_flip_flop_cell_in_the_synthesis_netlist) {sky130_fd_sc_hd__edfxtp_1}
set qor(cts_max_path_buffers) 3
set qor(yosys-top-cells-area) {sky130_fd_sc_hd__edfxtp_1, sky130_fd_sc_hd__mux2i_1, sky130_fd_sc_hd__mux4_2, sky130_fd_sc_hd__mux2_2, sky130_fd_sc_hd__a221oi_1}
set qor(ant_nets) 0
set qor(gp_congestion) 0.873
set qor(most_frequent_logic_cell_in_the_layout) {sky130_fd_sc_hd__edfxtp_1}
set qor(critPathLaunch) {a[4]}
set qor(log.warning_count) 52
set qor(largest_reg_flops) 2048
set qor(cts-htree-levels) 4
set qor(die_height_um) 444
set qor(required_ps) 25760
set qor(drive_gt1_share_pct) 17.9
set qor(slew_headroom_pct) 41.3
set qor(number_of_flip_flops_and_latches_in_the_synthesized_netlist) 2048
set qor(fin_crit_sh_pct) 56.2
set qor(end_kind) {output pin}
set qor(floorplan.core_area_sq_um) 195000
set qor(synth_area_per_cell_sq_um) 18.6
set qor(synth_cell_type_count) 55
set qor(setup_repair_after_global_routing_missed_its_margin) {false}
set qor(number_of_antenna_violations_at_the_first_check_in_global_routing) 4
set qor(vdd_ir_max_v) 0.0000564
set qor(timing.final.max_slew_violations) 0
set qor(total_negative_setup_slack_ps) 0
set qor(route.detailed.wl_per_inst_um) 29.2
set qor(netlist.top_cell.by_area) {sky130_fd_sc_hd__edfxtp_1}
set qor(routed-via-count) 41447
set qor(io-pin-count) 98
set qor(critical_path.max_fanout) 59
set qor(post-route-drc-count) 0
set qor(enable_flop_cells) 2048
set qor(synth_top_area_share_pct) 78.6
set qor(finish.cell_count_without_fillers) 7073
set qor(hold_viol_final) 0
set qor(layout_setup_ws_ps) 14110
set qor(first_global_vias) 43452
set qor(cp-start-kind) {input pin}
set qor(crit_arrival_ps) 11650
set qor(dp_hpwl_um) 114000
set qor(fp-utilization_pct) 40.2
set qor(routed_wl_um) 207000
layer usage:
metal / GRT usage [%] / vias to the layer above / share of wire, %
met5: 0.977 / - / 0.14
met4: 6.17 / 8 / 3.5
met3: 16.0 / 372 / 16
met2: 33.8 / 2465 / 47
met1: 28.1 / 20693 / 34
li1: - / 17909 / -
power by group:
part / internal (mW) / switching [mW] / total [mW]
registers: 2.95 / 0.00357 / 2.96
clock network: 1.22 / 0.951 / 2.17
logic: 0.0939 / 0.196 / 0.290
total: 4.27 / 1.15 / 5.42
Yosys cell counts (22+ instances only):
cell type	instances
sky130_fd_sc_hd__edfxtp_1	2048
sky130_fd_sc_hd__mux4_2	96
sky130_fd_sc_hd__mux2_2	147
sky130_fd_sc_hd__buf_2	83
sky130_fd_sc_hd__o22ai_1	93
sky130_fd_sc_hd__clkbuf_1	168
sky130_fd_sc_hd__a31oi_1	43
sky130_fd_sc_hd__nand3_1	54
sky130_fd_sc_hd__o21ai_0	84
sky130_fd_sc_hd__a22oi_1	188
sky130_fd_sc_hd__a221oi_1	175
sky130_fd_sc_hd__nor3_1	22
sky130_fd_sc_hd__a21oi_1	121
sky130_fd_sc_hd__mux2i_1	259
sky130_fd_sc_hd__buf_1	33
sky130_fd_sc_hd__a22o_1	66
sky130_fd_sc_hd__nand2_1	28
sky130_fd_sc_hd__nor2_1	145
sky130_fd_sc_hd__o22a_1	70
sky130_fd_sc_hd__and3_1	85
how the worst min path moves through the flow:
stage / from / to / cells past startpoint / slack [ps]
after CTS: wd[28] / RAM[27][28]$_DFFE_PP_ / 2 / 6240
after global routing: wd[28] / RAM[29][28]$_DFFE_PP_ / 2 / 6270
final: wd[2] / RAM[7][2]$_DFFE_PP_ / 2 / 6280
worst max-delay path, stage by stage:
cell                              delay [ps]
sky130_fd_sc_hd__buf_8                   370
sky130_fd_sc_hd__buf_4                   570
sky130_fd_sc_hd__buf_4                   490
sky130_fd_sc_hd__buf_4                   620
sky130_fd_sc_hd__nor2_4                  240
sky130_fd_sc_hd__buf_4                   360
sky130_fd_sc_hd__a221oi_1                430
sky130_fd_sc_hd__a211oi_1                180
sky130_fd_sc_hd__a2111oi_2               810
sky130_fd_sc_hd__nand3_1                 430
sky130_fd_sc_hd__clkdlybuf4s50_1         510
stage by stage:
step	area, sq um	hold slack, ps	utilization [%]
after detailed placement	82800	7130	42.6
after CTS	88800	6240	45.6
after floorplan	78300	6540	-
after global routing	88800	6270	45.6
after global placement	82800	7110	42.6
final	88800	6280	45.6
area by class of cell:
type                    instances  area (sq um)
clock inverters                93           708
diodes                          2          5.00
repair buffers                262          2040
fillers                     16056        106000
flip-flops and latches       2048         61500
clock buffers                 265          5290
well taps                    2542          3180
inverters                       2          15.0
multi-input cells            1859         16100
logic make-up (layout without fill, tap and decap cells):
| group | after synthesis | in the layout | share of synthesized area, % |
|---|---|---|---|
| mux | 502 | 502 | 8.19 |
| compound gates | 933 | 933 | 8.73 |
| simple gates | 424 | 424 | 2.83 |
| flops | 2048 | 2048 | 78.6 |
| other cells | 0 | 2 | 0 |
| buf+inv | 300 | 622 | 1.70 |
Power and IR drop assume default switching activity.
