<file path="/design/flow/config.mk">
export PLATFORM = sky130hd
export DESIGN_NAME = mips
export DESIGN_NICKNAME = mips
export VERILOG_FILES = /design/flow/design.v
export SDC_FILE = /design/flow/constraint.sdc
export NUM_CORES = 4
export LEC_CHECK = 1
export CORE_UTILIZATION = 30
</file>
<file path="/design/flow/constraint.sdc">
current_design mips

set clk_period 42.6
set clk_io_pct 0.2

create_clock -name clk0 -period $clk_period [get_ports {clk}]

set non_clock_inputs [all_inputs -no_clocks]
set_input_delay [expr $clk_period * $clk_io_pct] -clock clk0 $non_clock_inputs
set_output_delay [expr $clk_period * $clk_io_pct] -clock clk0 [all_outputs]
</file>
<file path="/design/flow/design.v">
`timescale 1ns / 1ps
module adder (input  logic[31:0] a, b,
              output logic[31:0] y);
     assign y = a + b;
endmodule
`timescale 1ns / 1ps
module alu(input  logic [31:0] a, b, 
           input  logic [2:0]  alucont, 
           output logic [31:0] result,
           output logic zero);
    always_comb
        case(alucont)
            3'b010: result = a + b;
            3'b011: result = a << b;
            3'b100: result = a >> b;
            3'b110: result = a - b;
            3'b000: result = a & b;
            3'b001: result = a | b;
            3'b111: result = (a < b) ? 1 : 0;
            default: result = {32{1'bx}};
        endcase
    assign zero = (result == 0) ? 1'b1 : 1'b0;
endmodule
`timescale 1ns / 1ps
module aludec (input    logic[5:0] funct,
               input    logic[1:0] aluop,
               output   logic[2:0] alucontrol);
  always_comb
    case(aluop)
      2'b00: alucontrol  = 3'b010;   
      2'b01: alucontrol  = 3'b110;   
      default: case(funct)           
          6'b100000: alucontrol  = 3'b010;  
          6'b100010: alucontrol  = 3'b110;  
          6'b100100: alucontrol  = 3'b000;  
          6'b100101: alucontrol  = 3'b001;  
          6'b101010: alucontrol  = 3'b111;  
          6'b011110: alucontrol  = 3'b100;  
          default:   alucontrol  = 3'bxxx;  
        endcase
    endcase
endmodule
`timescale 1ns / 1ps
module controller(input  logic[5:0] op, funct,
                  input  logic     zero,
                  output logic     memtoreg, memwrite,
                  output logic     pcsrc, alusrc,
                  output logic     regdst, regwrite,
                  output logic     jump,
                  output logic[2:0] alucontrol,
                  output logic     sracc_sel);
   logic [1:0] aluop;
   logic       branch;
   maindec md (op, memtoreg, memwrite, branch, alusrc, regdst, regwrite, 
		 jump, aluop, sracc_sel);
   aludec  ad (funct, aluop, alucontrol);
   assign pcsrc = branch & zero;
endmodule
`timescale 1ns / 1ps
module datapath (input  logic sracc_sel, clk, reset, memtoreg, pcsrc, alusrc, regdst,
                 input  logic regwrite, jump,
		 input  logic[2:0]  alucontrol, 
                 output logic zero, 
		 output logic[31:0] pc, 
	         input  logic[31:0] instr,
                 output logic[31:0] aluout, writedata, 
	         input  logic[31:0] readdata);
  logic [4:0]  writereg;
  logic [31:0] pcnext, pcnextbr, pcplus4, pcbranch;
  logic [31:0] signimm, signimmsh, srca, srcb, result, dataOfrd, sracc_result, normalALUResult;
  flopr #(32) pcreg(clk, reset, pcnext, pc);
  adder       pcadd1(pc, 32'b100, pcplus4);
  sl2         immsh(signimm, signimmsh);
  adder       pcadd2(pcplus4, signimmsh, pcbranch);
  mux2 #(32)  pcbrmux(pcplus4, pcbranch, pcsrc,
                      pcnextbr);
  mux2 #(32)  pcmux(pcnextbr, {pcplus4[31:28], 
                    instr[25:0], 2'b00}, jump, pcnext);
   regfile     rf (clk, regwrite, instr[25:21], instr[20:16], instr[15:11], writereg,
                   result, srca, writedata, dataOfrd);
   mux2 #(5)    wrmux (instr[20:16], instr[15:11], regdst, writereg);
   mux2 #(32)  resmux (normalALUResult, readdata, memtoreg, result);
   signext         se (instr[15:0], signimm);
   mux2 #(32)  srcbmux (writedata, signimm, alusrc, srcb);
   alu         alu (srca, srcb, alucontrol, aluout, zero);
   adder       sracc_Add (aluout, dataOfrd, sracc_result);
   mux2 #(32)  sraccMux (aluout, sracc_result, sracc_sel, normalALUResult);
endmodule
`timescale 1ns / 1ps
module flopr #(parameter WIDTH = 8)
              (input logic clk, reset, 
	       input logic[WIDTH-1:0] d, 
               output logic[WIDTH-1:0] q);
  always_ff@(posedge clk, posedge reset)
    if (reset) q <= 0; 
    else       q <= d;
endmodule
`timescale 1ns / 1ps
module maindec (input logic[5:0] op, 
	              output logic memtoreg, memwrite, branch,
	              output logic alusrc, regdst, regwrite, jump,
	              output logic[1:0] aluop,
                output logic sracc_sel);
   logic [9:0] controls;
   assign {regwrite, regdst, alusrc, branch, memwrite,
                memtoreg,  aluop, jump, sracc_sel} = controls;
  always_comb
    case(op)
      6'b000000: controls <= 10'b1100001000;  
      6'b100011: controls <= 10'b1010010000;  
      6'b101011: controls <= 10'b0010100000;  
      6'b000100: controls <= 10'b0001000100;  
      6'b001000: controls <= 10'b1010000000;  
      6'b000010: controls <= 10'b0000000010;  
      6'b001100: controls <= 10'b1100001101;  
      6'b010100: controls <= 10'b1010000100;  
      default:   controls <= 10'bxxxxxxxxxx;  
    endcase
endmodule
`timescale 1ns / 1ps
module mips (input  logic        clk, reset,
             output logic[31:0]  pc,
             input  logic[31:0]  instr,
             output logic        memwrite,
             output logic[31:0]  aluout, writedata,
             input  logic[31:0]  readdata);
  logic        memtoreg, pcsrc, zero, alusrc, regdst, regwrite, jump, sracc_sel;
  logic [2:0]  alucontrol;
  controller c (instr[31:26], instr[5:0], zero, memtoreg, memwrite, pcsrc,
                        alusrc, regdst, regwrite, jump, alucontrol, sracc_sel);
  datapath dp (sracc_sel, clk, reset, memtoreg, pcsrc, alusrc, regdst, regwrite, jump, 
                          alucontrol, zero, pc, instr, aluout, writedata, readdata);
endmodule
`timescale 1ns / 1ps
module mux2 #(parameter WIDTH = 8)
             (input  logic[WIDTH-1:0] d0, d1,  
              input  logic s, 
              output logic[WIDTH-1:0] y);
   assign y = s ? d1 : d0; 
endmodule
`timescale 1ns / 1ps
module regfile (input    logic clk, we3, 
                input    logic[4:0]  ra1, ra2, readAdress3 , wa3, 
                input    logic[31:0] wd3, 
                output   logic[31:0] rd1, rd2, destinationData);
  logic [31:0] rf [31:0];
  always_ff@(posedge clk)
     if (we3) 
         rf [wa3] <= wd3;	
  assign rd1 = (ra1 != 0) ? rf [ra1] : 0;
  assign rd2 = (ra2 != 0) ? rf[ ra2] : 0;
  assign destinationdata = (readAdress3 != 0) ? rf[ readAdress3] : 0;
endmodule
`timescale 1ns / 1ps
module signext (input  logic[15:0] a,
                output logic[31:0] y);
  assign y = {{16{a[15]}}, a};     
endmodule
`timescale 1ns / 1ps
module sl2 (input  logic[31:0] a,
            output logic[31:0] y);
     assign y = {a[29:0], 2'b00};  
endmodule
</file>
<file path="/design/flow/run.sh">
#!/bin/bash
# OpenROAD 26Q1-2900-gdf79404cd8, Yosys 0.63+post, stock flow scripts
make -C /OpenROAD-flow-scripts/flow DESIGN_CONFIG=/design/flow/config.mk WORK_HOME=/design/flow/orfs finish
</file>
==> Table 3: Implementation characteristics <==
Implementation parameters

Parameter                              Value

Run status
  Status    completed

STA
  Max-slew violation count    0
  Final worst path period share    between 60% and 70%
  Hold Vio Cnt, Final    0
  Sum of negative setup slack    0 ns
  Transition time of the tightest slew-check pin    just over 1 ns
  Worst slew slack as a fraction of its limit    31.1%
  Setup repair after global routing missed its margin    false
  Skew final    0.0842 ns
  Shortest period the worst path allows    about 26 ns
  Peak clock frequency supported by timing    a little under 0.04 GHz
  Worst path setup slack after routing    roughly 17 ns
  Setup Viol. Count Final    0

Logic synthesis
  Count leader, synth    sky130_fd_sc_hd__edfxtp_1
  Cell types with the largest area share after synthesis    sky130_fd_sc_hd__edfxtp_1, sky130_fd_sc_hd__mux4_2, sky130_fd_sc_hd__mux2i_1
  AND/OR/NAND/NOR Cells, Area Fraction    7.46%
  Synthesized flop and latch total    approximately 1,100
  Area of the synthesized netlist per yosys stat    roughly 60,000 um2
  Share of Yosys cell area claimed by the top area cell type    between 50% and 60%
  Instance tally after logic synthesis    roughly 4,200
  Synthesized area    a little under 60,000 um2
  Area fraction in full adders, half adders and majority gates    approximately 3.0%
  Share of the yosys chip area belonging to registers    53.5%
  Ys async rst share    between 2 and 3%
  Yosys warnings    38
  Biggest combinational cell group after synthesis    multiplexers
  Post-synthesis area per instance    ~14 um2
  Cell count listed in synth_stat.txt    between 4,000 and 5,000
  EDFF count, synth    1,023
  Post-synthesis share of cell area spent on and-or and or-and gates    about a tenth
  Xor and xnor area share after synthesis    about 1.3%
  Synth top cells by count    sky130_fd_sc_hd__edfxtp_1, sky130_fd_sc_hd__mux4_2, sky130_fd_sc_hd__mux2i_1
  Main flop type after synthesis    sky130_fd_sc_hd__edfxtp_1
  Share of synthesized area spent on multiplexers    20.9%
  Count of unique library cells instantiated by Yosys    a little over 100
  Cell type with the highest aggregate area in the netlist    sky130_fd_sc_hd__edfxtp_1

Floorplanning
  Number of rows in the core area    ~160
  Die H    ~440 um
  Placeable core region    between 150,000 and 200,000 um2
  DIE WIDTH    about 440 um
  Die Size    a little under 200,000 um2
  I/O pin count    approximately 160
  Core Util at FP    a little under a third

Clock tree
  Max Buffers Root-to-Sink    3
  Clock Tree Root    sky130_fd_sc_hd__clkbuf_16
  Number of cells upsized or downsized after cts    0
  # Post-CTS Setup Buffers    0
  Number of levels the H-tree was split into    3
  Clock-pin slew on the worst setup and hold paths    approximately 0.060 ns
  CTS Buf Count    109
  Cts-stage hold buffer count    0
  Num Clock Sinks    1,053
  Worst-skew pair later-pin latency    around 0.76 ns
  Clock tree from TritonCTS    yes

Layout
  Final design area excluding fillers    a little under 70,000 um2
  Fraction of layout cells with a size suffix above 1    about a fifth
  Final non-filler cell total    slightly above 7,000
  Area growth, synth to finish    15.3%

Pwr
  Lkg Pwr    between 20 and 25 nW
  VDD IR max    roughly 0.000036 V
  Power density over cell area    about 47 nW/um2

Worst setup path
  Top Family by Delay on Critical Path    AND-OR/OR-AND gates
  Critical path's largest stage delay    about 0.82 ns
  WP data required    ~34 ns
  Type of element launching the critical path    primary input
  Maximum fanout encountered on the critical timing path    between 40 and 50
  Critical-path cell with the highest stage delay    sky130_fd_sc_hd__o21ai_0
  CP endpoint kind    output pin
  Critical path class    primary input to output pin
  Worst path buffer plus inverter count    8
  Endpoint arrival time on the critical path    17.19 ns
  CP most frequent cell    sky130_fd_sc_hd__buf_4

Placement
  Setup WS pre-CTS    between 15 and 20 ns
  Total placed cells including tap cells    approximately 6,900
  Tally of buffers added on design ports    about 160
  Total placed instance area    64,400 um2
  Final HPWL from detailed placement    approximately 170,000 um
  Final GP Congestion    between 1 and 1.5

Detailed routing
  Iteration-0 DRC count of the detailed router    between 3,000 and 4,000
  Remaining routing DRC violations    0
  Avg Vias per Cell    a little under 6
  Number of vias in the routed layout    about 42,000
  Post-detailed-route count of antenna-violating nets    0
  Wirelength per Cell    34.1 um
  DRT Wirelength    about 240,000 um
  Iteration tally of the first detailed-router pass    6

Min path
  Kind of path behind the tightest hold check    flop to flop

Global routing
  Overall global routing resource usage    about a quarter
  Via count of the first global-routing pass    about 43,000
  Number of antenna violations at the first check in global routing    12
  Maximum number of pins on one net before global-route repair    83
  First-pass GRT wire length    between 300,000 and 400,000 um
  Leftover overflow at the end of global routing    0

Run
  Tool warnings    approximately 100
  Maximum capacitance violations    0
-- report_power, final --
| part | internal [mW] | switching, mW | leakage [nW] |
|---|---|---|---|
| clock | 0.504 | 0.411 | 1.63 |
| sequential | 1.32 | 0.0230 | 9.60 |
| combinational | 0.309 | 0.594 | 12.0 |
-- path summary, 6_finish.rpt --
kind	from	end	slack, ns	cells after the start
min in group asynchronous	reset	dp.pcreg.q[5]	8.19	3
max in group asynchronous	reset	dp.pcreg.q[23]	34.11	3
setup / recovery	instr[16]	aluout[28]	16.89	27
setup reg to reg	dp.rf.rf[0][0]	dp.pcreg.q[3]	34.06	27
hold reg to reg	dp.pcreg.q[31]	dp.pcreg.q[31]	0.61	2
hold / removal	dp.pcreg.q[31]	dp.pcreg.q[31]	0.61	2
-- registers in the layout (all words and copies together) (netlist names) --
signal / cells
dp.rf.rf: 1023
dp.pcreg.q: 30
-- per-layer routing --
layer | GRT usage [%] | vias to the layer above | part of all wire, %
met2 | 38.1 | 3080 | 45
met4 | 13.3 | 26 | 7.1
met3 | 18.3 | 640 | 17
met1 | 27.4 | 20700 | 31
met5 | 4.47 | - | 0.33
li1 | - | 17400 | -
-- worst register-to-register path, delay by kind of cell, from the launching register on --
kind                       cells  cell delay [ns]
adders and majority gates      2             0.81
DFF                            1             0.38
and+or+nand+nor                7             1.38
AOI/OAI and AO/OA             13             4.34
buffers and inverters          4             1.00
muxes                          1             0.46
-- cell families after synthesis --
family,count (synthesis)
adders and majority gates,139
muxes,742
AOI/OAI and AO/OA,862
DFF,1053
xor gates and xnor gates,85
buffers and inverters,411
other,1
and+or+nand+nor,907
-- through the flow --
| step | power (mW) | hold WS (ns) | utilization (%) |
|---|---|---|---|
| 3_3_place_gp | 2.25 | 0.591 | 33.1 |
| 2_1_floorplan | 1.84 | 0.545 | - |
| 5_1_grt | 3.27 | 0.639 | 34.8 |
| 4_1_cts | 3.16 | 0.611 | 34.8 |
| 3_5_place_dp | 2.25 | 0.599 | 33.1 |
| 6_report | 3.16 | 0.608 | 34.8 |
-- layout make-up --
cell class | instances | area (um2)
Tap cell | 2624 | 3280
Antenna cell | 9 | 22.5
Clock buffer | 136 | 2850
Timing Repair Buffer | 408 | 3480
Fill cell | 18500 | 127000
Multi-Input combinational cell | 2737 | 25700
Clock inverter | 63 | 524
Sequential cell | 1053 | 31500
Inverter | 126 | 478
-- cells in the final DEF, fill, tap and decap left out, types with 21 or more instances in the layout --
cell	synthesis	layout
sky130_fd_sc_hd__edfxtp_1	1023	1023
sky130_fd_sc_hd__mux4_2	381	381
sky130_fd_sc_hd__mux2i_1	339	339
sky130_fd_sc_hd__buf_4	22	247
sky130_fd_sc_hd__nor2_1	276	233
sky130_fd_sc_hd__nand2_1	214	214
sky130_fd_sc_hd__a22oi_1	156	156
sky130_fd_sc_hd__clkdlybuf4s50_1	0	150
sky130_fd_sc_hd__a21oi_1	153	148
sky130_fd_sc_hd__ha_1	136	136
sky130_fd_sc_hd__inv_1	117	116
sky130_fd_sc_hd__clkbuf_16	0	110
sky130_fd_sc_hd__nand3_1	103	102
sky130_fd_sc_hd__o21ai_0	97	97
sky130_fd_sc_hd__nor3_1	77	75
sky130_fd_sc_hd__a211oi_1	61	59
sky130_fd_sc_hd__xnor2_1	58	58
sky130_fd_sc_hd__o22ai_1	49	49
sky130_fd_sc_hd__a22o_1	48	48
sky130_fd_sc_hd__a221oi_1	38	38
sky130_fd_sc_hd__nor2_4	0	34
sky130_fd_sc_hd__and3_1	34	33
sky130_fd_sc_hd__a31oi_1	35	33
sky130_fd_sc_hd__clkinv_1	1	30
sky130_fd_sc_hd__dfrtp_1	30	30
sky130_fd_sc_hd__xor2_1	27	27
sky130_fd_sc_hd__clkbuf_1	129	26
sky130_fd_sc_hd__and2_1	27	25
sky130_fd_sc_hd__nand2b_1	25	25
sky130_fd_sc_hd__a21o_1	24	24
sky130_fd_sc_hd__nand4_1	21	21
sky130_fd_sc_hd__o211ai_1	21	21
Power and IR drop assume default switching activity.
